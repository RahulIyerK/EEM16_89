$ cat ./run.sh
#!/bin/bash
# OpenROAD 26Q1-2900-gdf79404cd8, Yosys 0.63+post, stock flow scripts
make -C /OpenROAD-flow-scripts/flow DESIGN_CONFIG=/design/flow/config.mk WORK_HOME=/design/flow/orfs finish
$ cat ./config.mk
export PLATFORM = sky130hd
export DESIGN_NAME = tenscomplementadder
export DESIGN_NICKNAME = tenscomplementadder
export VERILOG_FILES = /design/flow/design.v
export SDC_FILE = /design/flow/constraint.sdc
export NUM_CORES = 4
export LEC_CHECK = 1
export CORE_UTILIZATION = 50
$ cat ./constraint.sdc
current_design tenscomplementadder

set clk_period 14.9
set clk_io_pct 0.2

create_clock -name clk0 -period $clk_period [get_ports {clk}]

set non_clock_inputs [all_inputs -no_clocks]
set_input_delay [expr $clk_period * $clk_io_pct] -clock clk0 $non_clock_inputs
set_output_delay [expr $clk_period * $clk_io_pct] -clock clk0 [all_outputs]
$ cat ./design.v
`timescale 1ns / 1ps
module seg7decimal(
	 input [15:0] x,
    input clk,
    input clr,
    output reg [6:0] a_to_g,
    output reg [3:0] an,
    output wire dp 
	 );
wire [1:0] s;	 
reg [3:0] digit;
wire [3:0] aen;
reg [19:0] clkdiv;
assign dp = 1;
assign s = clkdiv[19:18];
assign aen = 4'b1111;  
always @(posedge clk) 
	case(s)
	0:digit = x[3:0];  
	1:digit = x[7:4];  
	2:digit = x[11:8];  
	3:digit = x[15:12];  
	default:digit = x[3:0];
	endcase
	always @(*)
case(digit)
0:a_to_g = 7'b1000000; 
1:a_to_g = 7'b1111001; 
2:a_to_g = 7'b0100100; 
3:a_to_g = 7'b0110000; 
4:a_to_g = 7'b0011001; 
5:a_to_g = 7'b0010010; 
6:a_to_g = 7'b0000010; 
7:a_to_g = 7'b1111000; 
8:a_to_g = 7'b0000000; 
9:a_to_g = 7'b0010000; 
'hA:a_to_g = 7'b0111111;  
'hB:a_to_g = 7'b1111111;  
'hC:a_to_g = 7'b1110111;
default: a_to_g = 7'b0000000;  
endcase
always @(*)begin
an=4'b1111;
if(aen[s] == 1)
an[s] = 0;
end
always @(posedge clk or posedge clr) begin
if ( clr == 1)
clkdiv <= 0;
else
clkdiv <= clkdiv+1;
end
endmodule
module deciadd (digInA, digInB, sub, cin, digOut, cout);
input   [3:0]   digInA, digInB;
input   sub, cin;
output  [3:0]  digOut;
reg [3:0] digOut;
output  cout;
reg cout;
reg [3:0] B_value;
reg [4:0] sum;
  always @ (*)
    begin
      if (sub == 1)  
        begin
          B_value = 10 + ~digInB;  
        end
      else
        begin
          B_value = digInB;  
        end
      sum = digInA + B_value + cin;  
      if (sum >= 4'b1010)
        begin
          cout = 1;
          digOut = sum + 4'b0110;
        end
      else
        begin
          cout = 0;
          digOut = sum;
        end
    end
endmodule
module tenscomplementadder(
	 input clk,
  input btnC,  
	 input btnU,  
	 input btnD,  
	 input btnR,  
	 input btnL,  
	 input [15:0] sw,  
     output [15:0] led,
     output [6:0] seg,
     output [3:0] an,
     output dp
 );
reg [15:0] x; 
wire [15:0] led;
reg[3:0] d1inA, d2inA, d3inA, d4inA;
reg[3:0] d1inB, d2inB, d3inB, d4inB;
wire[3:0] d1out, d2out, d3out, d4out;
wire[3:0] d1_c, d2_c, d3_c, d4_c;
reg sub;
reg ovunflow;
deciadd d1add(d1inA, d1inB, sub, sub, d1out, d1_c);
deciadd d2add(d2inA, d2inB, sub, d1_c, d2out, d2_c);
deciadd d3add(d3inA, d3inB, sub, d2_c, d3out, d3_c);
deciadd d4add(d4inA, d4inB, sub, d3_c, d4out, d4_c);
seg7decimal u7 (
.x(x),
.clk(clk),
.clr(btnC),
.a_to_g(seg),
.an(an),
.dp(dp)
);
assign led[0] = ovunflow;
always @ (posedge clk)
  begin
  	if (btnL == 1)
  	begin
      d4inA = sw[15:12];  
      d3inA = sw[11:8];
      d2inA = sw[7:4];
      d1inA = sw[3:0];  
  	end
  	if (btnR == 1)
  	begin
      d4inB = sw[15:12];  
      d3inB = sw[11:8];
      d2inB = sw[7:4];
      d1inB = sw[3:0];  
  	end
    if (btnU == 1)
    begin
      sub = 1'b0;  
    end
    if (btnD == 1)
    begin
      sub = 1'b1;  
    end
    if (btnU == 0 && btnD == 0)
    begin
        x[15:12] = 4'b0000;
        x[11:8] = 4'b0000;
        x[7:4] = 4'b0000;
        x[3:0] = 4'b0000;
        ovunflow = 1'b0;
    end
    else
    begin
        x[15:12] = d4out;
        x[11:8] = d3out;
        x[7:4] = d2out;
        x[3:0] = d1out;
            if ((d4inA < 4'b0101) && (d4inB < 4'b0101) && (sub == 1'b0) && (d4out >= 4'b0101))  
                begin
                  ovunflow = 1'b1;
                end
              else if ((d4inA >= 4'b0101) && (d4inB >= 4'b0101) && (sub == 1'b0) && (d4out < 4'b0101))  
                begin
                  ovunflow = 1'b1;
                end
              else if ((d4inA < 4'b0101) && (d4inB >= 4'b0101) && (sub == 1'b1) && (d4out >= 4'b0101))  
                begin
                  ovunflow = 1'b1;
                end
              else if ((d4inA >= 4'b0101) && (d4inB < 4'b0101) && (sub == 1'b1) && (d4out < 4'b0101))  
                begin
                  ovunflow = 1'b1;
                end
              else
                begin
                  ovunflow = 1'b0;
                end
    end
  end
endmodule
==> flow_summary_export.csv <==
group,metric,value,unit
worst_hold_path,holdCritStartpoint,"u7.clkdiv[0]",
yosys,async_reset_ff_share,26.0,%
clock_tree,cts_buffers,9,
clock_tree,cts_setup_buffers,0,
power_and_ir_drop,switchingPower,196,µW
routing,wl_per_cell,11.6,µm
worst_hold_path,hold_path_end,"u7.clkdiv[0]",
placed_design,place_area,4330,µm²
floorplanning,fp_util,51.7,%
critical_path,r2r_setup_slack,7360,ps
worst_hold_path,holdPathStages,1,
yosys,flop_cell,"dfxtp_1",
global_route,grt_util_met2,25.6,%
clock_tree,cts_buffer_depth,2,
sta,slew_violations,0,
layout,lay_top_cells,"dfxtp_1, clkdlybuf4s50_1, inv_1, nand2_1, ha_1",
global_route,grt_pass1_vias,2435,
power_and_ir_drop,seq_power_share,41.5,%
global_route,busiest_layer,"met1",
yosys,yosys_area,3970,µm²
global_route,grt_max_degree,21,
status,status,"completed",
clock_tree,clk_latency,340,ps
floorplanning,rows,32,
yosys,synthAdderAreaFrac,11.7,%
critical_path,max_stage_delay,520,ps
sta,min_period_over_period,50.6,%
critical_path,cp.required,15170,ps
sta,rsz0062_at_grt,"false",
yosys,topCombFamilyByArea,"adder cells",
power_and_ir_drop,clkPwrFrac,24.6,%
yosys,synth-seq-area-share,47.4,%
placed_design,gp_congestion,0.805,
power_and_ir_drop,power,648,µW
floorplanning,fp.dieH,91.2,µm
critical_path,r2r_end,"ovunflow",
global_route,grt_use_met3,2.21,%
critical_path,reg2reg_depth,30,
critical_path,slowest_stage,"dfxtp_1",
routing,drc,0,
power_and_ir_drop,power.internal,451,µW
routing,diodes,0,
power_and_ir_drop,power.density,143,nW/µm²
critical_path,critPathArrivalTime,7820,ps
global_route,grt_first_pass_wirelength,10.5,mm
floorplanning,core,7690,µm²
floorplanning,die_area,8310,µm²
clock_tree,cts_root_buffer,"clkbuf_8",
run,cap_violations,0,
sta,hold_slack,457,ps
floorplanning,die_w,91.2,µm
sta,min_period,7540,ps
sta,relSlewSlack,42.4,%
placed_design,dp_hpwl,4.42,mm
critical_path,path_max_fanout,17,
routing,via_per_inst,4.90,
critical_path,worst_path_most_repeated_cell,"fa_1",
yosys,synthAoiAreaFrac,7.78,%
run,warning_count,29,
routing,num_vias,2481,
routing,first_iter_violations,75,
routing,final_antenna_net_count,0,
yosys,ys_warn_count,25,
global_route,grt-ovfl-total,0,
critical_path,crit_path_start_kind,"flip-flop",
yosys,syn_area,3970,µm²
global_route,grt_antenna_before_repair,0,
sta,fin_skew,12.6,ps
yosys,edf_count,24,
critical_path,reg2reg_from,"sub",
routing,routed_wl,5.87,mm
layout,drive_gt1_share,8.17,%
global_route,use_met1,26.2,%
floorplanning,num_io_pins,50,
power_and_ir_drop,peakVddDrop,63.8,µV
power_and_ir_drop,power_leakage,0.00195,µW
sta,tns,0,ps
yosys,ys_sh_mux,6.90,%
clock_tree,cts.sinks,77,
layout,area_growth,14.4,%
layout,stdcell_area,4540,µm²
yosys,netlist_instances,363,
sta,finalSetupViolations,0,
yosys,synth_flops,77,
power_and_ir_drop,swShare,30.3,%
critical_path,endpoint_kind,"flip-flop",
sta,finalHoldViolations,0,
clock_tree,cts_tree,"built",
sta,fmax,133,MHz
critical_path,critPathKind,"reg2reg",
routing,drt-pass1-iter-count,4,
clock_tree,ctsHoldBuffers,0,
yosys,simple_gate_area_share,11.5,%
yosys,ys_types,48,
placed_design,portBuffers,33,
clock_tree,clk_pin_slew_worst_paths,90,ps
worst_hold_path,holdCritPathClass,"reg2reg",
power_and_ir_drop,combinationalPowerShare,33.9,%
layout,fill_cells,633,
global_route,grtUsageTotal,16.3,%
sta,tightest_slew,862,ps
clock_tree,htreeDepth,3,
yosys,synth.avg_cell_area,10.9,µm²
yosys,synth_stat.cells,363,
clock_tree,cts-resized-gates,0,
yosys,xor_share,7.71,%
==> power by group through the flow <==
stage / Clock [µW] / Combinational, µW / Sequential [µW]
4_1_cts: 166 / 222 / 270
5_1_grt: 177 / 250 / 274
6_report: 159 / 219 / 269
==> kinds of logic (layout without fill, tap and decap cells) <==
| kind of cell | after synthesis | in the layout |
|---|---|---|
| AOI/OAI and AO/OA | 47 | 47 |
| xor gates and xnor gates | 35 | 35 |
| adders and majority gates | 33 | 33 |
| buffers and inverters | 53 | 80 |
| DFF | 77 | 77 |
| muxes | 21 | 21 |
| other | 2 | 16 |
| and+or+nand+nor | 95 | 95 |
==> cell usage after synthesis (3+ instances only) <==
cell / instances / area share [%]
xor2_1: 10 / 2.2
buf_2: 3 / 0.38
edfxtp_1: 24 / 18
a211oi_1: 3 / 0.57
a21o_1: 4 / 0.76
nor4_1: 3 / 0.47
inv_1: 30 / 2.8
or3_1: 3 / 0.47
mux2i_1: 9 / 2.3
nand2b_1: 6 / 0.94
mux4_2: 4 / 2.3
mux2_2: 6 / 1.7
nor2b_1: 10 / 1.6
o21ai_0: 17 / 2.1
nor2_1: 20 / 1.9
o21a_1: 3 / 0.57
xnor2_1: 25 / 5.5
a21oi_1: 6 / 0.76
ha_1: 26 / 8.2
nand3_1: 14 / 1.8
dfrtp_1: 20 / 13
nand2_1: 29 / 2.7
dfxtp_1: 33 / 17
buf_4: 17 / 3.2
fa_1: 7 / 3.5
==> how the worst max path moves through the flow <==
| stage | cells past startpoint | from | to | slack (ps) |
|---|---|---|---|---|
| 5_1_grt | 32 | d1inB[1] | ovunflow | 6790 |
| 6_report | 30 | sub | ovunflow | 7360 |
| 4_1_cts | 33 | d1inB[1] | ovunflow | 7310 |
==> per-stage QoR <==
stage	utilization, %	std cells	worst slack (ps)
6_report	59.1	506	7360
5_1_grt	59.1	506	6790
4_1_cts	59.1	506	7310
3_5_place_dp	56.3	490	7370
3_3_place_gp	56.3	490	7540
2_1_floorplan	-	377	7990
==> sequential cells by signal, summed over array words and instances, names as in the netlist <==
| register | flops |
|---|---|
| d1inB | 4 |
| ovunflow | 1 |
| x | 16 |
| d4inA | 4 |
| sub | 1 |
| seg | 7 |
| d3inA | 4 |
| d4inB | 4 |
| d3inB | 4 |
| u7.clkdiv | 20 |
| d2inA | 4 |
| d2inB | 4 |
| d1inA | 4 |
==> area by class of cell <==
cell class / count / area [µm²] / share of cell area (%)
inverters: 30 / 113 / 2.48
multi-input cells: 247 / 1870 / 41.2
flip-flops and latches: 77 / 1880 / 41.4
clock buffers: 11 / 174 / 3.83
well taps: 102 / 128 / 2.81
clock inverters: 5 / 40.0 / 0.881
repair buffers: 34 / 338 / 7.43
==> critical path, delay by kind of cell, from the launching register on <==
kind,cells,cell delay (ps)
buffers and inverters,3,250
AND/OR/NAND/NOR,4,350
AND-OR/OR-AND,6,1340
XOR/XNOR,4,930
flip-flops,1,520
adder cells (fa/ha/maj),10,3380
multiplexers,3,720
==> layer usage <==
metal  up-vias  share of wire, %
li1       1280                 -
met5         -                 0
met2        47                46
met1      1143                49
met4         0               1.8
met3        11               3.1
Power is estimated from default activity; no workload was simulated.
